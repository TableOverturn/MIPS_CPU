==> ./run.sh <==
#!/bin/bash
# OpenROAD 26Q1-2900-gdf79404cd8, Yosys 0.63+post, stock flow scripts
make -C /OpenROAD-flow-scripts/flow DESIGN_CONFIG=/design/flow/config.mk WORK_HOME=/design/flow/orfs finish
==> ./design.v <==
`timescale 1ns/1ps
module LogisimClockComponent( ClockTick,
                              GlobalClock,
                              ClockBus);
   parameter NrOfBits = 1;
   parameter LowTicks = 1;
   parameter HighTicks = 1;
   input  ClockTick;
   input  GlobalClock;
   output[4:0] ClockBus;
   wire s_counter_is_zero;
   wire[NrOfBits-1:0] s_counter_next;
   reg[NrOfBits-1:0] s_counter_reg;
   reg s_derived_clock_reg;
   reg[3:0] s_output_regs;
   assign ClockBus = {GlobalClock,s_output_regs};
   always @(posedge GlobalClock)
   begin
      s_output_regs[0] <= s_derived_clock_reg;
      s_output_regs[1] <= ~s_derived_clock_reg;
      s_output_regs[2] <= ~s_derived_clock_reg & ClockTick & s_counter_is_zero;
      s_output_regs[3] <= s_derived_clock_reg & ClockTick & s_counter_is_zero;
   end
   assign s_counter_is_zero = (s_counter_reg == 0) ? 1'b1 : 1'b0;
   assign s_counter_next = (s_counter_is_zero == 1'b0) ? s_counter_reg - 1 :
                           (s_derived_clock_reg == 1'b1) ? LowTicks - 1 :
                                                           HighTicks - 1;
   initial
   begin
      s_output_regs = 0;
      s_derived_clock_reg = 0;
      s_counter_reg = 0;
   end
   always @(posedge GlobalClock)
   begin
      if (s_counter_is_zero & ClockTick)
      begin
         s_derived_clock_reg <= ~s_derived_clock_reg;
      end
   end
   always @(posedge GlobalClock)
   begin
      if (ClockTick)
      begin
         s_counter_reg <= s_counter_next;
      end
   end
endmodule
`timescale 1ns/1ps
module LogisimTickGenerator( FPGAClock,
                             FPGATick);
   parameter NrOfBits = 1;
   parameter ReloadValue = 1;
   input  FPGAClock;
   output FPGATick;
   wire[NrOfBits-1:0] s_count_next;
   wire s_tick_next;
   reg[NrOfBits-1:0] s_count_reg;
   reg s_tick_reg;
   assign FPGATick = s_tick_reg;
   assign s_tick_next  = (s_count_reg == 0) ? 1'b1 : 1'b0;
   assign s_count_next = (s_count_reg == 0) ? ReloadValue-1 : s_count_reg-1;
   initial
   begin
      s_count_reg = 0;
      s_tick_reg  = 1'b0;
   end
   always @(posedge FPGAClock)
   begin
       s_count_reg <= s_count_next;
       s_tick_reg  <= s_tick_next;
   end
endmodule
`timescale 1ns/1ps
module vga_ToplevelShell(
    input wire FPGA_GlobalClock,
    output wire [11:0] rgb,
    output wire hsync,
    output wire vsync
);
   wire s_FPGA_Tick;
   wire [8:0]addr;
   wire[4:0] s_LOGISIM_CLOCK_TREE_0;
   LogisimTickGenerator #(.NrOfBits(32),
                          .ReloadValue(2))
      LogisimTickGenerator_0 (.FPGAClock(FPGA_GlobalClock),
                              .FPGATick(s_FPGA_Tick));
   LogisimClockComponent #(.HighTicks(1),
                           .LowTicks(1),
                           .NrOfBits(1))
      CLOCKGEN_0 (.ClockBus(s_LOGISIM_CLOCK_TREE_0),
                  .ClockTick(s_FPGA_Tick),
                  .GlobalClock(FPGA_GlobalClock));
    vga_controller vga_ctrl_top(
        .clk_25mhz(s_LOGISIM_CLOCK_TREE_0[0]),
        .reset(1'b1),
        .bitin(1'b1),
        .hsync(hsync),
        .vsync(vsync),
        .rgb(rgb)
    );
endmodule
module vga_controller (
    input wire clk_25mhz,
    input wire reset,
    input wire bitin,
    output wire hsync,
    output wire vsync,
    output wire [11:0] rgb
);
    reg [11:0] dinb;
    wire [9:0] pixel_x;
    wire [9:0] pixel_y;
    wire [8:0] vaddr;
    assign rgb = dinb;
    always @(posedge clk_25mhz) begin
        if(vaddr[0])
            dinb <= 12'h0ff;
        else
            dinb <= 12'h000;
    end
    vga_counter videocount (
        .clk(clk_25mhz),
        .rst(reset),
        .hcnt(pixel_x),
        .vcnt(pixel_y)
    );
    vga_sync videosync(
        .clk(clk_25mhz),
        .rst(reset),
        .hcnt(pixel_x),
        .vcnt(pixel_y),
        .hsync(hsync),
        .vsync(vsync),
        .addr(vaddr)
    );
endmodule    
module vga_counter (
    input               clk,
    input               rst,
    output reg[9:0]     hcnt,
    output reg[9:0]     vcnt
);
    always @(posedge clk) begin
        if (rst == 1'b0) begin
            hcnt <= 0;
            vcnt <= 0;
        end
        else begin
            if (hcnt < 799)
                hcnt <= hcnt + 1;
            else begin
                hcnt <= 0;
                if (vcnt < 520)
                    vcnt <= vcnt + 1;
                else
                    vcnt <= 0;
            end
        end
    end
endmodule
module vga_sync (
    input               clk,
    input               rst,
    input   [9:0]       hcnt,
    input   [9:0]       vcnt,
    output reg          hsync,
    output reg          vsync,
    output reg [8:0]   addr
);
    always @(posedge clk) begin
        if (hcnt > 95)
            hsync <= 1;
        else
            hsync <= 0;
    end
    always @(posedge clk) begin
        if (vcnt > 1)
            vsync <= 1;
        else
            vsync <= 0;
    end
    always @(posedge clk) begin
        if((rst == 1'b0) | (vcnt < 31)) begin
            addr <= 9'h000;
        end
        else if ((vcnt >= 143) & (vcnt <= 398) & (hcnt >= 400) & (hcnt <= 527) & (hcnt[2:0] == 3'b111))
            if (addr >= 511) begin
                addr <= 9'h000;
            end
            else if (hcnt == 527 & !(vcnt[2:0] == 3'b111)) begin
                addr <= addr - 15;
            end
            else begin
                addr <= addr + 1;
            end
    end
endmodule
==> ./config.mk <==
export PLATFORM = sky130hd
export DESIGN_NAME = vga_ToplevelShell
export DESIGN_NICKNAME = vga_ToplevelShell
export VERILOG_FILES = /design/flow/design.v
export SDC_FILE = /design/flow/constraint.sdc
export NUM_CORES = 4
export LEC_CHECK = 1
export CORE_UTILIZATION = 50
==> ./constraint.sdc <==
current_design vga_ToplevelShell

set clk_period 11.0
set clk_io_pct 0.2

create_clock -name clk0 -period $clk_period [get_ports {FPGA_GlobalClock}]

set non_clock_inputs [all_inputs -no_clocks]
set_input_delay [expr $clk_period * $clk_io_pct] -clock clk0 $non_clock_inputs
set_output_delay [expr $clk_period * $clk_io_pct] -clock clk0 [all_outputs]
==> results.txt <==
Flow results.

- The detailed router's first-iteration violation count is 31.
- The leakage component of the power was reported as 1.297 nW.
- The transition time of the tightest slew-check pin is 0.9012 ns.
- The power report shows net switching accounting for 20.16% of the total.
- The number of buffers inserted by post-CTS setup repair is 0.
- After layout, the design draws a total of 218.3 uW.
- For the worst reg-to-reg path, the startpoint reported by OpenROAD is LogisimTickGenerator_0.s_count_reg[23].
- The global-route total usage across every layer is 16.38%.
- The final cell count without fillers is 441.
- The share of flip-flops with an asynchronous set or reset after synthesis is 0%.
- The terminus of the critical flop-to-flop path is LogisimTickGenerator_0.s_count_reg[31].
- The internal portion of the total power is 174.3 uW.
- The run finished with clean final reports.
- The number of design rule violations left after detail routing is 0.
- The number of buffers on the longest clock path is 2.
- The finished layout cell area is 0.003512 mm2.
- The endpoint of the worst setup timing path is LogisimTickGenerator_0.s_count_reg[31].
- The path class of the lowest-slack min-delay path is flop to flop.
- 15 I/O pins were placed.
- The total of flip-flops plus latches after synthesis is 68.
- The netlist area before placement is 0.003321 mm2.
- The minimum clock period is 2.386 ns.
- The clock skew is 0.005905 ns.
- In this run, synthesis inferred 12 flip-flops with an integrated enable.
- The global placement routability congestion is 0.8177.
- The number of antenna violations at the first check in global routing was 0.
- The worst setup path startpoint is LogisimTickGenerator_0.s_count_reg[23].
- The number of failing hold endpoints at the final stage is 0.
- The number of search-and-repair iterations in the first detailed-routing pass is 3.
- The timer found 32 register pins that no clock reaches; their paths are not timed.
- The net switching power in the latest report is 43.99 uW.
- The power share of the combinational group is 0%.
- The tool warning count for the run is 30.
- The required time at the endpoint of the critical path is 11.18 ns.
- Derived from the worst setup path, the maximum achievable clock frequency is 0.4192 GHz.
- The vertical die dimension reported for this design is 83.50 um.
- The synth_stat.txt file lists the number of cells as 360.
- Before placement the cells fill 52.00% of the core.
- Once detailed placement completed, the half-perimeter wirelength came to 3788 um.
- Once the clock tree was built, the resizer swapped 0 gates to a different size.
- The count of nets left with antenna violations once routing finished came out at 0.
- According to the floorplan report, the die width is 83.50 um.
- The mean area per synthesized cell is 9.224 um2.
- The total of fill cells in the finished design is 584.
- Looking at the clock tree report, the root buffer type is sky130_fd_sc_hd__clkbuf_8.
- The tally of buffers added on design ports is 10.
- The count of standard-cell rows is 29.
- After synthesis, flip-flops and latches occupy 44.61% of the total area.
- The final critical path takes up 21.69% of the cycle.
- The final routed wire length divided by cell count is 11.92 um.
- The H-tree was split into 2 levels.
- The routed design ends up with an antenna cell count of 0.
- Summed over all layers, the routed wires come to 5255 um.
- The max capacitance violation total is 0.
- The analysis reports a worst IR drop on VDD of 0.1078 mV.
- The proportion of power drawn by the clock network is 39.8%.
- The final timing report lists a max-slew violation count of 0.
- Per the summary, power density relative to cell area is 62.14 mW/mm2.
- The core footprint is 0.006386 mm2.
- The total die size is 0.006971 mm2.
- The count of cells along the worst register-to-register path is 5.
- The type of the setup path with the least slack is flop to flop.
- Headroom to the max-slew limit came out at 39.56%.
- The final setup TNS is 0 ns.
- The total via count in the routed design is 2,356.
- For this run, the number of Yosys warnings is 5.
- Including well taps, the total number of placed cells is 433.
- At the worst endpoint, the arrival time is 2.56 ns.
- The number of unconstrained endpoints is 52.
- The cell count after synthesis came out at 360.
- The type of destination of the critical path is a flop.
- The worst register-to-register path has a setup slack of 8.61 ns.
- The commonest register cell is sky130_fd_sc_hd__dfxtp_1.
- The clock network latency to the later pin of the worst-skew pair is 0.28 ns.
- The largest net degree at the start of global routing is 31.
- TritonCTS built the clock tree.
- The clock buffer count from CTS is 5.
- Between the synthesized netlist and the finished layout, the area growth was recorded as 5.765%.
- In this run, post-CTS hold repair placed 0 buffers.
- The vias per cell is 5.342.
- The worst hold-check slack is 0.3779 ns.
- The number of flip-flops in the largest register is 32.
- The final timing report counts setup violations totalling 0.
- In the CTS report, the clock slew at the register clock pins of the worst setup and hold paths is listed as 0.07 ns.
- The total congestion overflow is 0.
- STA classifies the critical path startpoint as a flop.
- The placement stage leaves a total instance area of 0.003430 mm2.
- In the final layout, the share of cells above drive strength 1 is 4.945%.
- The number of distinct library cells after synthesis is 46.
- Setup repair after global routing left no endpoint under its margin.
- The first-pass GRT wire length is 9522 um.
- The summed standard-cell area reported by yosys is 0.003321 mm2.
- The share of power burned in registers is 60.2%.
- The via count of the first global-routing pass is 2,146.
- The launch point of the worst hold path is CLOCKGEN_0.s_derived_clock_reg.
- The maximum net fanout on the critical path is 5.
## worst max-delay path: stages (launching register included)
cell and delay (ns):
sky130_fd_sc_hd__dfxtp_1 0.35, sky130_fd_sc_hd__or4_4 0.55, sky130_fd_sc_hd__or4_1 0.40, sky130_fd_sc_hd__or3_4 0.43, sky130_fd_sc_hd__nor3_1 0.21, sky130_fd_sc_hd__mux2_1 0.34
## cells in the final DEF (no fill, tap or decap), types with 3 or more instances in the layout
| master | n |
|---|---|
| sky130_fd_sc_hd__a211oi_1 | 3 |
| sky130_fd_sc_hd__buf_4 | 4 |
| sky130_fd_sc_hd__a31oi_1 | 3 |
| sky130_fd_sc_hd__xnor2_1 | 28 |
| sky130_fd_sc_hd__nor2_1 | 56 |
| sky130_fd_sc_hd__or3_1 | 13 |
| sky130_fd_sc_hd__nand4_1 | 5 |
| sky130_fd_sc_hd__nand3b_1 | 5 |
| sky130_fd_sc_hd__clkbuf_8 | 5 |
| sky130_fd_sc_hd__nand2_1 | 17 |
| sky130_fd_sc_hd__edfxtp_1 | 12 |
| sky130_fd_sc_hd__xor2_1 | 9 |
| sky130_fd_sc_hd__nand3_1 | 11 |
| sky130_fd_sc_hd__nor4_1 | 16 |
| sky130_fd_sc_hd__dfxtp_1 | 56 |
| sky130_fd_sc_hd__o31ai_1 | 5 |
| sky130_fd_sc_hd__clkdlybuf4s50_1 | 10 |
| sky130_fd_sc_hd__inv_1 | 9 |
| sky130_fd_sc_hd__o21ai_0 | 8 |
| sky130_fd_sc_hd__or3b_2 | 3 |
| sky130_fd_sc_hd__nor2b_1 | 8 |
| sky130_fd_sc_hd__ha_1 | 11 |
| sky130_fd_sc_hd__or4_1 | 6 |
| sky130_fd_sc_hd__mux2i_1 | 3 |
| sky130_fd_sc_hd__and3_1 | 5 |
| sky130_fd_sc_hd__nor3_1 | 10 |
| sky130_fd_sc_hd__conb_1 | 5 |
| sky130_fd_sc_hd__a21oi_1 | 10 |
## layout make-up
type,instances,area (um2),share of cell area [%]
multi-input cells,265,1688,48.06
inverters,9,33.78,0.9619
flip-flops and latches,68,1481,42.18
repair buffers,14,130.1,3.705
clock buffers,5,68.82,1.959
clock inverters,3,13.76,0.3919
well taps,77,96.34,2.743
## layer usage
| metal | global-route usage [%] | up-vias | wire (um) |
|---|---|---|---|
| li1 | - | 1266 | - |
| met1 | 24.83 | 1062 | 2724 |
| met2 | 27.50 | 19 | 2363 |
| met3 | 1.205 | 9 | 67 |
| met4 | 2.465 | 0 | 99 |
| met5 | 0 | - | 0 |
## worst min path at each step
stage	to	slack, ns	cells past startpoint
final	CLOCKGEN_0.s_output_regs[0]	0.38	0
after global routing	CLOCKGEN_0.s_output_regs[0]	0.42	0
after CTS	CLOCKGEN_0.s_output_regs[0]	0.38	0
## Yosys cell counts, drive strengths merged (7+ instances only)
library cell | number | share of area (%)
nand2 | 17 | 1.9
nor2b | 8 | 1.5
buf | 14 | 3.1
a21oi | 10 | 1.5
nand3 | 11 | 1.7
edfxtp | 12 | 11
o21ai | 8 | 1.2
nor4 | 16 | 3.0
dfxtp | 56 | 34
ha | 11 | 4.1
clkbuf | 8 | 0.90
xor2 | 9 | 2.4
nor2 | 56 | 6.3
or3 | 14 | 2.8
or4 | 7 | 1.7
nor3 | 11 | 2.0
inv | 9 | 1.0
xnor2 | 28 | 7.4
## stage by stage
stage	util, %	setup slack, ns
2_1_floorplan	-	8.691
3_3_place_gp	53.70	8.635
3_5_place_dp	53.70	8.609
4_1_cts	55.00	8.605
5_1_grt	55.00	8.358
6_report	55.00	8.614
## power groups by stage
stage         combinational [mW]  sequential, mW  clock [mW]
CTS                    0.0000803           0.131      0.0899
global route            0.000147           0.131      0.0962
finish                 0.0000600           0.131      0.0868
## cell families (layout without fill, tap and decap cells)
group	count (synthesis)	in the layout	synth area share (%)
DFF	68	68	44.61
muxes	5	5	1.583
and+or+nand+nor	167	167	26.75
adders and majority gates	11	11	4.145
buffers and inverters	31	31	5.011
AOI/OAI and AO/OA	40	40	8.026
other	1	5	0.1129
xor gates and xnor gates	37	37	9.759
Power figures rest on the tool's default switching activity, not on a simulated workload.
